`./run.sh`:
```
#!/bin/bash
# OpenROAD 26Q1-2900-gdf79404cd8, Yosys 0.63+post, stock flow scripts
make -C /OpenROAD-flow-scripts/flow DESIGN_CONFIG=/design/flow/config.mk WORK_HOME=/design/flow/orfs finish
```
`./config.mk`:
```
export PLATFORM = sky130hd
export DESIGN_NAME = fpga_top
export DESIGN_NICKNAME = fpga_top
export VERILOG_FILES = /design/flow/design.v
export SDC_FILE = /design/flow/constraint.sdc
export NUM_CORES = 4
export LEC_CHECK = 1
export CORE_UTILIZATION = 30
```
`./constraint.sdc`:
```
current_design fpga_top

set clk_period 1.4
set clk_io_pct 0.2

create_clock -name clk0 -period $clk_period [get_ports {USB_CLKO}]

set non_clock_inputs [all_inputs -no_clocks]
set_input_delay [expr $clk_period * $clk_io_pct] -clock clk0 $non_clock_inputs
set_output_delay [expr $clk_period * $clk_io_pct] -clock clk0 [all_outputs]
```
`./design.v`:
```
`timescale 1ns / 1ns
module fpga_top (
  input            USB_CLKO,
  input            USB_RESET2,
  output reg       USB_IFCLK,
  inout            USB_WAKEUP,
  inout            USB_SCL,
  inout            USB_SDA,
  inout      [1:0] USB_RDY,
  inout      [2:0] USB_CTL,
  inout      [7:0] USB_PA,
  inout      [7:0] USB_PD,  
  inout      [7:0] USB_PB,  
  inout            JTAG_TDO,
  inout            JTAG_TDI,
  inout            JTAG_PROG,
  inout            JTAG_TRST,
  inout            JTAG_TMS,
  inout            JTAG_TCK,
  inout            JTAG_DONE,
  inout            JTAG_INIT,
  inout            SCLK,
  inout            DIN,
  inout            CS,
  inout            DOUT,
  output           CH0,
  output           CH1,
  output           CH2,
  output           CH3,
  inout            LPT_1,
  inout            LPT_2,
  inout            LPT_3,
  inout            LPT_4,
  inout            LPT_5,
  inout            LPT_6,
  inout            LPT_7,
  inout            LPT_8,
  inout            LPT_9,
  inout            LPT_10,
  inout            LPT_11,
  inout            LPT_12,
  inout            LPT_13,
  inout            LPT_14,
  inout            LPT_15,
  inout            LPT_16,
  input            DSW0,
  input            DSW1,
  input            DSW2,
  input            DSW3,
  input            SW1
);
reg [31:0] counter;
always @(posedge USB_CLKO) begin
  if (~USB_RESET2) begin
    USB_IFCLK <= 1'b0;
  end else begin
    USB_IFCLK <= ~USB_IFCLK;
  end
end
always @(posedge USB_IFCLK) begin
  if (~SW1) begin
    counter   <= 32'd0;
  end else begin
    counter   <= counter + 32'd1;
  end
end
assign USB_WAKEUP = 1'b1;
assign USB_SCL = 1'b1;
assign USB_SDA = 1'b1;
assign USB_RDY = 2'b00;
assign USB_CTL = 3'b000;
assign USB_PA = 8'h00;
assign USB_PB = counter[23:16];  
assign USB_PD = counter[31:24];  
assign SCLK = USB_CLKO;
assign DIN = 1'b1;
assign CS = 1'b1;
assign DOUT = 1'b1;
assign JTAG_TDO = 1'b1;
assign JTAG_TDI = 1'b1;
assign JTAG_PROG = 1'b1;
assign JTAG_TRST = 1'b1;
assign JTAG_TMS = 1'b1;
assign JTAG_TCK = 1'b1;
assign JTAG_DONE = SW1;
assign JTAG_INIT = ~SW1;
assign CH0 = DSW0;
assign CH1 = DSW1;
assign CH2 = DSW2;
assign CH3 = DSW3;
assign LPT_16 = LPT_8;
assign LPT_15 = LPT_7;
assign LPT_14 = LPT_6;
assign LPT_13 = LPT_5;
assign LPT_12 = LPT_4;
assign LPT_11 = LPT_3;
assign LPT_10 = LPT_2;
assign LPT_9 = LPT_1;
endmodule
```
==> out/results.md <==
| Metric | Reported |
|---|---|
| Stopping stage | 4_1_cts |
| Biggest area consumer among synthesized cells | sky130_fd_sc_hd__dfxtp_1 |
| Fraction of registers with async set/reset | 0% |
| Routability cong. | 0.7510 |
| Fraction of the yosys area taken by sequential cells | 37.03% |
| Core utilization at floorplan | 31.82% |
| I/O pin total | 72 |
| Combined area of all synthesized cells | 1784 sq um |
| Result of the run | did not finish |
| Main area contributors | sky130_fd_sc_hd__dfxtp_1, sky130_fd_sc_hd__buf_4, sky130_fd_sc_hd__o31ai_1 |
| Horizontal die size | 79.12 um |
| Proportion of netlist area held by the largest area contributor | 37.03% |
| Post-CTS Setup Bufs | 0 |
| Number of warning messages in the yosys log | 1 |
| Yosys cell count | 212 |
| Count of mapped cells out of synthesis | 212 |
| CTS Hold Bufs | 0 |
| Number of enable-type register cells in the synthesized netlist | 0 |
| Most frequent cells after synthesis | sky130_fd_sc_hd__buf_4, sky130_fd_sc_hd__dfxtp_1, sky130_fd_sc_hd__a21oi_1 |
| Most used flip-flop cell after synthesis | sky130_fd_sc_hd__dfxtp_1 |
| Endpoints left unconstrained | 56 |
| Number of resized instances in the post-cts repair step | 0 |
| Row cnt | 27 |
| Die H | 79.12 um |
| Error message | [error] [KeplerFormal.cpp:679] Workflow failed: Iso has multiple drivers: .USB_PB0, USB_PB[0]$_SDFF_PN0_.Q0 |
| Yosys Chip Area | 1784 sq um |
| Register pins left without a clock | 32 |
| Number of buffers added on ports | 3 |
| Mean area per synthesized cell | 8.416 sq um |
| Placed wire-length estimate | 2.134 mm |
| Most repeated cell in the gate-level netlist after synthesis | sky130_fd_sc_hd__buf_4 |
| Synth flops | 33 |
| Count of distinct cell types in the synthesized netlist | 30 |
-- stage by stage --
stage | util [%] | instances | power (W) | worst slack (ns) | area, sq um
3_5_place_dp | 29.85 | 264 | 0.00006679 | 0.2443 | 1674
3_3_place_gp | 29.85 | 264 | 0.00006647 | 0.2520 | 1674
2_1_floorplan | - | 235 | 0.0002288 | 0.3222 | 1871
-- cell families after synthesis --
family	count (synthesis)	share of synthesized area, %
AOI/OAI and AO/OA	36	12.20
xor gates and xnor gates	11	5.400
adders and majority gates	1	0.7012
buffers and inverters	53	19.85
DFF	33	37.03
muxes	1	0.5610
other	2	0.4209
and+or+nand+nor	75	23.84
Power is estimated from default activity; no workload was simulated.
